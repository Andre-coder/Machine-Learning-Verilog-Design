==> /design/flow/design.v <==
module knn_distance #(
	parameter data_with=32
)(
    input clk,
    input rst,
    input [data_with-1:0] x_data_df,
    input [data_with-1:0] y_data_df,
    input [data_with-1:0] new_x_data_point,
    input [data_with-1:0] new_y_data_point,
    output reg [data_with-1:0] distance 
);
reg [data_with-1:0] dx_reg, dy_reg;        
reg [data_with*2-1:0] dx_sq, dy_sq;         
reg [data_with*2-1:0] sum_sq;               
wire [16:0] sqrt_out;                       
knn_sqrt_pipeline knn_sqrt_pipeline_inst(
    .clk(clk),
    .rst(rst),
    .data_in(sum_sq[31:0]), 
    .data_out(sqrt_out)
);
always @(posedge clk) begin
    if (rst) begin
        dx_reg <= 0;
        dy_reg <= 0;
    end else begin
        dx_reg <= new_x_data_point - x_data_df;
        dy_reg <= new_y_data_point - y_data_df;
    end
end
always @(posedge clk) begin
    if (rst) begin
        dx_sq <= 0;
        dy_sq <= 0;
    end else begin
        dx_sq <= dx_reg * dx_reg;
        dy_sq <= dy_reg * dy_reg;
    end
end
always @(posedge clk) begin
    if (rst) begin
        sum_sq <= 0;
    end else begin
        sum_sq <= dx_sq + dy_sq;
    end
end
always @(posedge clk) begin
    if (rst) begin
        distance <= 0;
    end else begin
        distance <= {15'b0, sqrt_out};
    end
end
endmodule
module knn_sqrt_pipeline #(parameter data_with=32)(
    input  wire        clk,       
    input  wire        rst,       
    input  wire [32:0] data_in,   
    output reg  [16:0] data_out   
);
reg [32:0] rem [0:16];  
reg [16:0] quo [0:16];  
integer i;
always @(posedge clk) begin
    if (rst) begin
        for (i = 0; i <= 16; i = i + 1) begin
            rem[i] <= 0;
            quo[i] <= 0;
        end
        data_out <= 0;
    end else begin
        rem[0] <= data_in;
        quo[0] <= 0;
        for (i = 0; i < 16; i = i + 1) begin
            if (rem[i][32] == 0) begin   
                rem[i+1] <= {rem[i][31:0], 2'b00} - {quo[i], 2'b01};
                quo[i+1] <= {quo[i][15:0], 1'b1};
            end else begin                
                rem[i+1] <= {rem[i][31:0], 2'b00} + {quo[i], 2'b11};
                quo[i+1] <= {quo[i][15:0], 1'b0};
            end
        end
        if (rem[16][32] == 0) begin
            data_out <= quo[16];
        end else begin
            data_out <= quo[16] - 1;   
        end
    end
end
endmodule
==> /design/flow/run.sh <==
#!/bin/bash
# OpenROAD 26Q1-2900-gdf79404cd8, Yosys 0.63+post, stock flow scripts
make -C /OpenROAD-flow-scripts/flow DESIGN_CONFIG=/design/flow/config.mk WORK_HOME=/design/flow/orfs finish
==> /design/flow/config.mk <==
export PLATFORM = sky130hd
export DESIGN_NAME = knn_distance
export DESIGN_NICKNAME = knn_distance
export VERILOG_FILES = /design/flow/design.v
export SDC_FILE = /design/flow/constraint.sdc
export NUM_CORES = 4
export LEC_CHECK = 1
export CORE_UTILIZATION = 50
==> /design/flow/constraint.sdc <==
current_design knn_distance

set clk_period 15.3
set clk_io_pct 0.2

create_clock -name clk0 -period $clk_period [get_ports {clk}]

set non_clock_inputs [all_inputs -no_clocks]
set_input_delay [expr $clk_period * $clk_io_pct] -clock clk0 $non_clock_inputs
set_output_delay [expr $clk_period * $clk_io_pct] -clock clk0 [all_outputs]
==> flow_summary.ini <==
; yosys + openroad results
[outcome]
outcome = completed

[final_layout]
fill_cells = 12280
largest_reg_flops = 483
lay_top_count = inv_1
reg_top3 = knn_sqrt_pipeline_inst.rem: 483 flops, knn_sqrt_pipeline_inst.quo: 134 flops, sum_sq: 31 flops
largest_register = knn_sqrt_pipeline_inst.rem
instances_no_fill = 9798
syn2layout_area_growth_pct = 9.373
drive_above_1_share_pct = 3.655
fin_util_pct = 55.16
fin_area_sq_um = 74720
final_cell_mix = inv_1, nor2_1, dfxtp_1

[drt]
detail_route.wirelength_um = 148800
antenna_left = 0
vias_per_cell = 5.253
firstDrtPassIters = 5
drt-initial-drc-count = 2287
avgRoutedWirePerCell_um = 15.19
drc = 0
vias = 51470

[synthesis]
synthArstFlopShare_pct = 0
synth.distinct_cells = 89
yosys_warnings = 5
synth.cell_area_sq_um = 68320
synthCells = 7900
simple_gate_share_pct = 18.47
xor_area_share_pct = 7.410
mux_share_pct = 0.4816
synth-seq-cells = 802
avgSynthCellArea_sq_um = 8.648
yosysChipArea_sq_um = 68320
edf_count = 0
ys.flop_type = dfxtp_1
aoi_share_pct = 11.15
synthTopLogicFamily = adder cells
ys_cells = 7900
ys_sh_adder_pct = 31.21
ys_seq_share_pct = 23.50

[die]
rows = 135
fp-utilization_pct = 50.43
ioPinCount = 162
die_area_sq_um = 138100
die_width_um = 371.7
die_h_um = 371.7
fp.coreArea_sq_um = 135500

[final_timing]
drv_slew = 0
holdWs_ps = 431.2
finalSetupViolCount = 0
fmax_ghz = 0.1288
fin_crit_sh_pct = 50.73
skew_ps = 28.77
setup_slack_ps = 7538
finalHoldViolCount = 0
period_minus_slack_ps = 7762
relSlewSlack_pct = 38.18
rsz0062_at_grt = false
tightest_slew_ps = 922.9
fin_tns_setup_ps = 0

[flow_run]
warning_count = 167
drv_cap = 0

[clock_tree]
clk_path_buf_depth = 3
hold_buffers = 0
cts_max_level = 3
root_buffer = clkbuf_16
path_clk_slew_ps = 60
cts_tree = yes
clk_latency_ps = 690
cts_setup_buffers = 0
ctsResizeCount = 0
cts-buffers-inserted = 92
cts.sinks = 802

[global_route]
grt_pass1_wl_um = 252800
grt_start_max_net_pins = 178
grt.total_usage_pct = 23.50
grt_pass1_vias = 51290
grt_overflow = 0
antenna_found_initial = 1

[power_and_ir_drop]
p_leak_nw = 34.43
peakVddDrop_mv = 0.2793
power_density_nw_per_um2 = 207.2
finalPower_mw = 15.49

[placement]
gp_congestion = 0.9187
dpl.hpwl_um = 115800
io_buffers = 138
dp_cells = 9627
placed_area_sq_um = 71380
dp_slack_ps = 7526

[critical_path]
cp-start-kind = flop
crit_top_cell = fa_1
crit_family = adder cells
r2r_cells = 20
cp.required_ps = 15900
cpMaxStageDelayCell = dfxtp_1
cpPeakStageDelay_ps = 850
cp_num_cells = 20
endpoint_kind = flop
crit_fanout = 13
arrival_ps = 8370
critical_path.cell_chain = and2_1 > fa_1 > fa_1 > fa_1 > inv_1 > fa_1 > inv_1 > fa_1 > fa_1 > fa_1 > fa_1 > ha_1 > nand4_1 > or2_2 > or4b_2 > a21boi_0 > o21ai_0 > a21boi_0 > nand4b_1 > o211ai_1
startpoint = dy_reg[17]
worst-path-buf-inv = 2
timing_worst_setup_path_type = flop to flop
r2r_start = dy_reg[17]

[min_path]
min_from = sum_sq[30]
hold_path_class = flop to flop
worstHoldPathCells = 1
==> layout make-up <==
cell class	count	area, sq um	share of cell area (%)
Antenna cell	1	2.502	0.003349
Clock buffer	128	2680	3.587
Clock inverter	42	663.1	0.8874
Inverter	1126	4227	5.656
Multi-Input combinational cell	5720	47000	62.90
Sequential cell	802	16060	21.49
Tap cell	1781	2228	2.982
Timing Repair Buffer	198	1862	2.492
==> where the power goes <==
| part | total (mW) | switching [mW] | leakage (nW) | internal [mW] |
|---|---|---|---|---|
| Clock | 2.36 | 0.910 | 1.61 | 1.45 |
| Combinational | 9.84 | 5.55 | 26.2 | 4.29 |
| Sequential | 3.28 | 0.570 | 6.59 | 2.71 |
==> synthesized netlist by cell type, types with 22 or more instances <==
library cell,count,area share (%)
nand3_1,122,0.89
nand2b_1,59,0.54
a31oi_1,62,0.57
nor2b_1,110,1.0
clkbuf_1,229,1.3
nor3_1,157,1.2
or2_2,38,0.35
nand2_1,462,2.5
inv_1,1122,6.2
o21a_1,40,0.44
nand4_1,47,0.43
o31ai_1,35,0.38
ha_1,568,10
o21bai_1,46,0.51
mux2i_1,25,0.37
a21o_1,113,1.2
o22ai_1,24,0.22
nor4_1,69,0.63
and2_1,256,2.3
a211oi_1,53,0.58
and3_1,71,0.65
or4_1,36,0.40
and4_1,22,0.28
dfxtp_1,802,24
or3_1,103,0.94
xor2_1,261,3.3
o21ai_0,258,1.9
a22oi_1,23,0.25
nor2_1,1017,5.6
a21oi_1,328,2.4
fa_1,710,21
xnor2_1,317,4.1
o211ai_1,27,0.30
==> kinds of logic after synthesis <==
kind of cell | count (synthesis)
compound gates | 1190
xor+xnor | 578
fa+ha+maj | 1278
buf+inv | 1392
flops | 802
mux | 32
other cells | 1
simple gates | 2627
==> path summary, 6_finish.rpt <==
kind | end | slack, ps
worst min-delay path | knn_sqrt_pipeline_inst.rem[0][30] | 430
worst max-delay path | dy_sq[29] | 7540
worst min register to register | knn_sqrt_pipeline_inst.rem[0][30] | 430
worst max register to register | dy_sq[29] | 7540
==> layer usage <==
layer	share of wire, %	up-vias	global-route usage, %
met3	6.6	189	5.934
li1	-	25800	-
met2	48	1164	37.82
met1	44	24320	33.87
met4	1.9	0	3.752
met5	0	-	0
Power figures rest on the tool's default switching activity, not on a simulated workload.
