--- design/flow/config.mk ---
export PLATFORM = sky130hd
export DESIGN_NAME = axi_stream_interface
export DESIGN_NICKNAME = axi_stream_interface
export VERILOG_FILES = /design/flow/design.v
export SDC_FILE = /design/flow/constraint.sdc
export NUM_CORES = 4
export LEC_CHECK = 1
export CORE_AREA = 10 10 105 105
export DIE_AREA = 0 0 115 115
--- design/flow/constraint.sdc ---
current_design axi_stream_interface

set clk_period 1.0
set clk_io_pct 0.2

create_clock -name clk0 -period $clk_period [get_ports {clk}]

set non_clock_inputs [all_inputs -no_clocks]
set_input_delay [expr $clk_period * $clk_io_pct] -clock clk0 $non_clock_inputs
set_output_delay [expr $clk_period * $clk_io_pct] -clock clk0 [all_outputs]
--- design/flow/design.v ---
module axi_stream_interface (
    input  wire        clk,
    input  wire        reset_n,
    input  wire [15:0] adc_data_in,
    input  wire        adc_data_valid,
    output reg         m_axis_tvalid,
    input  wire        m_axis_tready,
    output reg [15:0]  m_axis_tdata,
    output reg         m_axis_tlast,
    input  wire        s_axis_tvalid,
    output wire        s_axis_tready,
    input  wire [15:0] s_axis_tdata,
    input  wire        s_axis_tlast,
    output reg [15:0]  data_from_ps
);
    always @(posedge clk or negedge reset_n) begin
        if (!reset_n) begin
            m_axis_tvalid <= 0;
            m_axis_tdata  <= 0;
            m_axis_tlast  <= 0;
        end else begin
            if (adc_data_valid) begin
                m_axis_tdata  <= adc_data_in;
                m_axis_tvalid <= 1;
                m_axis_tlast  <= 0;  
            end
            if (m_axis_tvalid && m_axis_tready) begin
                m_axis_tvalid <= 0;
            end
        end
    end
    assign s_axis_tready = 1'b1;  
    always @(posedge clk or negedge reset_n) begin
        if (!reset_n) begin
            data_from_ps <= 16'd0;
        end else begin
            if (s_axis_tvalid && s_axis_tready) begin
                data_from_ps <= s_axis_tdata;   
            end
        end
    end
endmodule
--- design/flow/run.sh ---
#!/bin/bash
# OpenROAD 26Q1-2900-gdf79404cd8, Yosys 0.63+post, stock flow scripts
make -C /OpenROAD-flow-scripts/flow DESIGN_CONFIG=/design/flow/config.mk WORK_HOME=/design/flow/orfs finish
==> impl_metrics.yaml <==
# physical design summary
run_status:
  run_status: "complete, but fails checks"
  failed_checks: "negative hold slack"
clock_network:
  cts_inserted_buffers: 5
  worstSkewPairLatency_ns: 0.27
  clock_slew_at_the_register_clock_pins_of_the_worst_setup_and_hold_paths_ns: 0.07
  ctsLongestPathBuffers: 2
  h_tree_levels: 2
  cts.sinks: 33
  tritoncts: "done"
  cts_root_buffer: "sky130_fd_sc_hd__clkbuf_8"
timing:
  fmaxAchievable_mhz: 1020
  timing.clock.skew_ns: 0
  rsz0062_at_grt: "yes"
  period_used_pct: 98.3
  final_max_slew_viol_count: 0
  final-setup-viol-count: 0
  final.hold.worst_slack_ns: -0.131
  finalCriticalPeriod_ns: 0.983
  final_hold_viol_count: 33
route:
  drt_first_pass_iters: 2
  ant_nets: 0
  post-route-drc-count: 0
  vias: 913
  drt_wl_total_mm: 3.62
  drt-initial-drc-count: 21
  viasPerCell: 3.31
  route.detailed.wl_per_inst_um: 13.1
  antenna_cells: 0
critical_path:
  rrSetupSlack_ns: 0.02
  crit_buf_inv: 1
  setup.worst_path.class: "reg -> out"
  worst_ep_required_time_ns: 0.80
  critPathCaptureType: "primary output"
  timing.critical_path.from_type: "register"
  crit_path_top_delay_cell: "sky130_fd_sc_hd__dfrtp_1"
  largest_stage_delay_on_the_critical_path_ns: 0.39
  crit_path_cell_trace: "buf_2"
  r2r_endpoint: "m_axis_tdata[4]"
  cp_data_arrival_time_ns: 0.78
  rr_startpoint: "m_axis_tdata[4]"
  critical_path.max_fanout: 2
  reg2regPathDepth: 3
  critPathTopFamily: "flip-flops"
global_route:
  initial_antenna_violation_count: 0
  grt_max_degree: 34
  grt_remaining_overflow: 0
  grt_pass1_wl_mm: 5.74
  track_usage_pct: 5.39
  grt_pass1_vias: 1039
synth:
  ys_warn_count: 1
  postSynthRegisterBits: 33
  yosys.stat.seqShare_pct: 60.9
  postSynthCellCount: 75
  synthesized_area_sq_um: 1360
  yosys-stat-area_sq_um: 1360
  synth-cells-yosys: 75
  postSynthAreaPerCell_sq_um: 18.1
  synthDistinctLibCells: 9
floorplan:
  horizontal_extent_of_the_die_um: 115
  fp.dieH_um: 115
  initCoreUtil_pct: 15.5
  floorplan.core_area_sq_um: 8760
  fp.dieArea_sq_um: 13200
  top_level_ports: 73
  row_count: 34
cells_and_area:
  syn2layout_area_growth_pct: 68.8
  post_route_cells_drive_above_1_share_pct: 56.5
flow_run:
  warning_count: 30
  maxCapViolations: 0
placed_design:
  finalWeightedCongestion: 0.694
  hpwlAfterDp_mm: 2.57
  quantity_of_i_o_buffers_inserted_on_ports: 69
pwr:
  vdd.ir_drop.worst_mv: 0.463
  totalPowerFinal_mw: 3.17
  p_per_area_nw_per_um2: 1380
  leakage_nw: 1.09
worst_hold_path:
  worst_hold_path_type: "in -> async"
## final cells by class
type | count | area (sq um)
fill | 922 | 6470
sequential | 33 | 826
timing repair buffer | 91 | 790
multi-input combinational | 35 | 453
tap | 108 | 135
clock buffer | 6 | 72.6
clock inverter | 2 | 10.0
inverter | 1 | 3.75
## logic make-up (layout without fill, tap and decap cells)
group | after synthesis | count (layout) | synth area share [%]
mux | 33 | 33 | 32.6
other cells | 2 | 2 | 0.554
buf+inv | 7 | 100 | 6.00
flops | 33 | 33 | 60.9
## synth_stat cells, drive strengths merged
cell	instances	area share [%]
conb	2	0.55
dfrtp	33	61
inv	1	0.28
mux2i	1	0.74
mux2	32	32
buf	6	5.7
## layout by cell type, fill, tap and decap left out
cell / instances
sky130_fd_sc_hd__buf_2: 34
sky130_fd_sc_hd__dfrtp_1: 33
sky130_fd_sc_hd__clkdlybuf4s50_1: 33
sky130_fd_sc_hd__mux2_4: 20
sky130_fd_sc_hd__mux2_2: 12
sky130_fd_sc_hd__buf_4: 12
sky130_fd_sc_hd__clkbuf_8: 5
sky130_fd_sc_hd__buf_6: 5
sky130_fd_sc_hd__buf_12: 3
sky130_fd_sc_hd__conb_1: 2
sky130_fd_sc_hd__clkinv_2: 2
sky130_fd_sc_hd__bufbuf_16: 2
sky130_fd_sc_hd__dlygate4sd2_1: 2
sky130_fd_sc_hd__inv_1: 1
sky130_fd_sc_hd__mux2i_1: 1
sky130_fd_sc_hd__clkbuf_1: 1
## worst max path at each step
stage	to	cells after the start	startpoint	slack (ns)
after CTS	m_axis_tdata[10]	1	m_axis_tdata[10]	-0.003
after global routing	data_from_ps[13]	1	data_from_ps[13]	-0.04
final	m_axis_tdata[4]	1	m_axis_tdata[4]	0.02
## stage by stage
stage	setup slack, ns	cells	util [%]	cell area [sq um]	setup TNS [ns]
floorplan	0.137	75	-	1360	0
global placement	-0.349	259	25.5	2230	-10.88
detailed placement	-0.366	259	25.5	2230	-11.01
CTS	-0.00343	278	26.0	2280	-0.00603
global route	-0.0358	276	26.1	2290	-0.476
finish	0.0171	276	26.1	2290	0
## state kept, by name (all words and copies together) (netlist names)
signal / flops
m_axis_tvalid: 1
data_from_ps: 16
m_axis_tdata: 16
## power by group
part,switching (mW),internal (mW)
sequential,0.0670,1.47
combinational,0.160,0.510
clock,0.480,0.482
## metal layers
layer	vias to the layer above	part of all wire, %	GRT usage [%]	routed length, um
li1	436	-	-	-
met1	428	48	7.91	1720
met2	46	41	7.36	1480
met3	3	11	2.48	382
met4	0	0.75	0.578	27
met5	-	0	0	0
## timing repair
action	in CTS	in global routing
buffers inserted	9	1
gates cloned	2	0
hold endpoints to repair	33	33
resized	102	6
setup endpoints to repair	65	32
Power and IR drop assume default switching activity.
